### ./run.sh
#!/bin/bash
# OpenROAD 26Q1-2900-gdf79404cd8, Yosys 0.63+post, stock flow scripts
make -C /OpenROAD-flow-scripts/flow DESIGN_CONFIG=/design/flow/config.mk WORK_HOME=/design/flow/orfs finish
### ./config.mk
export PLATFORM = sky130hd
export DESIGN_NAME = InstructionMemory
export DESIGN_NICKNAME = InstructionMemory
export VERILOG_FILES = /design/flow/design.v
export SDC_FILE = /design/flow/constraint.sdc
export NUM_CORES = 4
export LEC_CHECK = 1
export CORE_AREA = 10 10 80 80
export DIE_AREA = 0 0 90 90
### ./constraint.sdc
current_design InstructionMemory

set clk_period 6.3
set clk_io_pct 0.2

create_clock -name clk0 -period $clk_period [get_ports {Clk}]
create_clock -name clk1 -period $clk_period [get_ports {nReset}]

set non_clock_inputs [all_inputs -no_clocks]
set_input_delay [expr $clk_period * $clk_io_pct] -clock clk0 $non_clock_inputs
set_output_delay [expr $clk_period * $clk_io_pct] -clock clk0 [all_outputs]
### ./design.v
parameter AluStatusIn = 0;
parameter AluStatusOut = 1;
parameter ALU_Source1 = 2;
parameter ALU_Source2 = 3;
parameter  ALU_Result = 4;
parameter Overflow_err = 5;
parameter Instruct1 = 32'h 03_02_00_01;  
parameter Instruct2 = 32'h 10_10_0a_0b;  
parameter Instruct3 = 32'h 04_03_02_00;  
parameter Instruct4 = 32'h 05_04_02_00; 
parameter Instruct5 = 32'h 06_11_03_10; 
parameter Instruct6 = 32'h 00_05_04_03;  
parameter Instruct7 = 32'h 01_06_04_03;  
parameter Instruct8 = 32'h 02_07_04_03;  
parameter Instruct9 = 32'h 12_0a_01_00; 
parameter Instruct10 = 32'h 11_12_0a_01; 
parameter Instruct11 = 32'h 13_0b_0a_12; 
parameter Instruct12 = 32'h FF_00_00_00;  
module InstructionMemory(Clk,Dataout, address, nRead,nReset);
input logic nRead, nReset, Clk;
input logic [15:0] address;
output logic [31:0] Dataout;  
  logic [31:0]InstructMemory[12];  
  always_ff @(negedge Clk or negedge nReset)
begin
  if (!nReset)
    Dataout = 0;
  else begin
  if(address[15:12] == InstrMemEn)  
		begin
			if(~nRead)begin
				Dataout <= InstructMemory[address[11:0]];  
			end
		end
	end
end  
always @(negedge nReset)
begin
	InstructMemory[0] = Instruct1;  	
	InstructMemory[1] = Instruct2;  	
  	InstructMemory[2] = Instruct3;
	InstructMemory[3] = Instruct4;	
	InstructMemory[4] = Instruct5;
	InstructMemory[5] = Instruct6;
	InstructMemory[6] = Instruct7;
	InstructMemory[7] = Instruct8;
	InstructMemory[8] = Instruct9;
	InstructMemory[9] = Instruct10;
	InstructMemory[10] = Instruct11;
	InstructMemory[11] = Instruct12;
end 
endmodule
==> metrics.log <==
[metrics] run summary
INFO  metric power.density_cell_area = 276 nW/µm²
INFO  metric slowest_delay = 0.59 ns
INFO  metric initCoreUtil = 22.6%
INFO  metric antenna_violations_before_repair = 0
INFO  metric holdWs = 0.418 ns
INFO  metric yosysChipArea = 1070 µm²
INFO  metric timing.hold.worst.class = reg2reg
INFO  metric die_h = 90 µm
INFO  metric crit_required = 3.26 ns
INFO  metric die_w = 90 µm
INFO  metric synth.top_cell.area_share = 42.3%
INFO  metric final_layout_size_suffix_gt1_share = 15.5%
INFO  metric layout_top_cell = sky130_fd_sc_hd__clkdlybuf4s50_1
INFO  metric grt.overflow.total = 0
INFO  metric drt_drc_violations_left = 0
INFO  metric place.detailed.instances = 208
INFO  metric synth_cell_type_count = 32
INFO  metric design.core.area = 4720 µm²
INFO  metric diodes = 0
INFO  metric std_cell_rows = 25
INFO  metric timing_max_transition_violations_final = 0
INFO  metric largest_register_ff_count = 18
INFO  metric topCellsByArea = sky130_fd_sc_hd__dfrtn_1, sky130_fd_sc_hd__buf_4, sky130_fd_sc_hd__o31ai_2
INFO  metric worst-setup-path-type = in2reg
INFO  metric drt_pre_antenna_iters = 4
INFO  metric finalPower = 0.405 mW
INFO  metric reg_top3 = Dataout (18)
INFO  metric cts_hold_buffers = 0
INFO  metric critical_path.endpoint_type = flip-flop
INFO  metric dpl_worst_slack = 0.309 ns
INFO  metric yosysTopAreaCell = sky130_fd_sc_hd__dfrtn_1
INFO  metric max_flop_register = Dataout
INFO  metric avgSynthCellArea = 9.03 µm²
INFO  metric chip_area = 8100 µm²
INFO  metric seq_area_frac_synth = 42.3%
INFO  metric synthToLayoutAreaGrowth = 37.7%
INFO  metric syn-instance-count = 118
INFO  metric path_max_fanout = 20
INFO  metric yosysWarningCount = 4
INFO  metric postLayoutSetupSlackWorst = 0.593 ns
INFO  metric worstPathCellList = clkdlybuf4s50_1 > or4_4 > buf_4 > nand2_1 > o31ai_2
INFO  metric worstRegToRegCells = 1
INFO  metric worstSetupStartpointType = input pin
INFO  metric post_cts_resize_count = 0
INFO  metric ant_nets = 0
INFO  metric post-cts-setup-buffers = 0
INFO  metric warning_count = 35
INFO  metric first_global_vias = 979
INFO  metric detail_route.wirelength = 2.69 mm
INFO  metric hold_viol = 0
INFO  metric worst_hold_path.num_cells = 2
INFO  metric clkTransAtPathRegs = 0.05 ns
INFO  metric drt-initial-drc-count = 50
INFO  metric layout.cells.most_common_list = sky130_fd_sc_hd__clkdlybuf4s50_1, sky130_fd_sc_hd__dfrtn_1, sky130_fd_sc_hd__nand2_1, sky130_fd_sc_hd__nor2_1, sky130_fd_sc_hd__conb_1
INFO  metric maximum_number_of_pins_on_one_net_before_global_route_repair = 21
INFO  metric synth-edff-count = 0
INFO  metric drv.max_cap_violation_count = 0
INFO  metric ys.flop_type = sky130_fd_sc_hd__dfrtn_1
INFO  metric port_buffer_count = 29
INFO  metric wire_length_of_the_first_global_routing_pass = 4.54 mm
INFO  metric ir_worst_vdd = 0.000123 V
INFO  metric tritoncts = done
INFO  metric via_per_inst = 4.07
INFO  metric timing.clock.skew = 0 ns
INFO  metric yosys_cell_count = 118
INFO  metric synth_area = 1070 µm²
INFO  metric stdcell_count = 215
INFO  metric worst_path_max_delay_cell = sky130_fd_sc_hd__or4_4
INFO  metric dpl.hpwl = 2.04 mm
INFO  metric worst-r2r-setup-slack = 5.58 ns
INFO  metric ys_async_sr_fraction = 100%
INFO  metric vias = 876
INFO  metric rsz_0062_raised_after_global_routing = false
INFO  metric cp.arrival = 2.67 ns
INFO  metric place_congestion = 0.849
INFO  metric gr-usage-all-layers = 6.79%
INFO  metric final.setup.tns = 0 ns
INFO  metric synth_flops = 18
INFO  metric wire_per_inst = 12.5 µm
INFO  metric num_io_pins = 51
INFO  metric static_leakage_power = 0.623 nW
INFO  metric outcome = completed
INFO  metric finalSetupViolCount = 0
stage by stage:
| step | utilization (%) | area [µm²] |
|---|---|---|
| floorplan | - | 1100 |
| global placement | 29.0 | 1370 |
| detailed placement | 29.0 | 1370 |
| CTS | 31.1 | 1470 |
| global route | 31.1 | 1470 |
| finish | 31.1 | 1470 |
worst max-delay path, delay by kind of cell:
kind,cells,cell delay (ns)
compound gates,1,0.06
buf+inv,2,0.65
simple gates,2,0.69
cells in the mapped netlist, drive strengths merged, types with 2 or more instances:
library cell  number
nand2b             3
or3b               2
a21oi              4
buf               18
nand2             17
o31ai              6
a31oi              2
a21boi             2
nor2              12
a221oi             2
nor2b              4
clkbuf             4
dfrtn             18
a21o               2
o21ai              9
logic make-up (layout without fill, tap and decap cells):
group / count (synthesis) / count (layout) / share of synthesized area (%)
compound gates: 31 / 31 / 22.1
buf+inv: 23 / 43 / 14.6
flops: 18 / 18 / 42.3
mux: 1 / 1 / 0.939
other cells: 1 / 11 / 0.352
simple gates: 44 / 44 / 19.8
final timing paths:
check | startpoint | end
max | address[15] | Dataout[11]
max reg2reg | Dataout[18] | Dataout[18]
min reg2reg | Dataout[19] | Dataout[19]
min | Dataout[19] | Dataout[19]
max in group asynchronous | nReset | Dataout[25]
min in group asynchronous | nReset | Dataout[9]
report_power, final:
group	leakage [nW]	internal [mW]	switching, mW	total [mW]
logic	0.345	0.0535	0.0269	0.0804
clock network	0.0503	0.0983	0.0874	0.186
registers	0.228	0.129	0.00941	0.139
total	0.623	0.281	0.124	0.405
routing by layer:
metal  up-vias  routed length, µm  part of all wire (%)  global-route usage (%)
li1        441                  -                     -                       -
met1       398               1210                    45                    7.58
met2        33               1150                    43                    9.44
met3         4                290                    11                    5.53
met4         0                 38                   1.4                    2.39
met5         -                  0                     0                       0
final cells by class:
cell class	count	area (µm²)
Sequential cell	18	450
Clock buffer	7	96.3
Timing Repair Buffer	35	335
Tap cell	67	83.8
Inverter	1	3.75
Multi-Input combinational cell	87	498
Fill cell	489	3260
No activity file was given, so power comes from the tool's default toggle rates.

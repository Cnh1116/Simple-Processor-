$ cat flow/design.v
module MainMemory(Clk,Dataout,DataIn, address, nRead,nWrite, nReset);
input logic [255:0] DataIn;  
input logic nRead,nWrite, nReset, Clk;
input logic [15:0] address;
output logic [255:0] Dataout;  
  logic [255:0]MainMemory[14];  
always_ff @(negedge Clk or negedge nReset)
begin
	if (~nReset) begin
	MainMemory[0] = 256'h0008_000c_0008_0006_000c_0010_000d_0009_000a_0009_0005_000d_000c_0003_000a_0006;
	MainMemory[1] = 256'h0003_0004_0007_0008_0007_0008_000e_0007_0010_0009_000c_000b_000c_0005_0005_0006;
	MainMemory[2] = 256'h0;
	MainMemory[3] = 256'h0;
	MainMemory[4] = 256'h0;
	MainMemory[5] = 256'h0;
	MainMemory[6] = 256'h0;
	MainMemory[7] = 256'h0;
	MainMemory[8] = 256'h0;
	MainMemory[9] = 256'h0;
	MainMemory[10] = 256'h6;
	MainMemory[11] = 256'hd;
	MainMemory[12] = 256'h0;
	MainMemory[13] = 256'h0;
      Dataout=0;
	end
  else if(address[15:12] == MainMemEn)  
		begin
			if (~nRead)begin
				Dataout <= MainMemory[address[11:0]];  
			end
			if(~nWrite)begin
		    MainMemory[address[11:0]] <= DataIn;
			end
		end
end  
endmodule
$ cat flow/run.sh
#!/bin/bash
# OpenROAD 26Q1-2900-gdf79404cd8, Yosys 0.63+post, stock flow scripts
make -C /OpenROAD-flow-scripts/flow DESIGN_CONFIG=/design/flow/config.mk WORK_HOME=/design/flow/orfs finish
$ cat flow/config.mk
export PLATFORM = sky130hd
export DESIGN_NAME = MainMemory
export DESIGN_NICKNAME = MainMemory
export VERILOG_FILES = /design/flow/design.v
export SDC_FILE = /design/flow/constraint.sdc
export NUM_CORES = 4
export LEC_CHECK = 1
export CORE_UTILIZATION = 30
$ cat flow/constraint.sdc
current_design MainMemory

set clk_period 4.0
set clk_io_pct 0.2

create_clock -name clk0 -period $clk_period [get_ports {Clk}]

set non_clock_inputs [all_inputs -no_clocks]
set_input_delay [expr $clk_period * $clk_io_pct] -clock clk0 $non_clock_inputs
set_output_delay [expr $clk_period * $clk_io_pct] -clock clk0 [all_outputs]
==> flow_metrics.py <==
# Auto-generated metrics
metrics = {
    "run_status": {
        "status": "finished, violations left",
        "violations": "setup timing",
    },
    "setup_path": {
        "r2r_cells": 6,
        "worst-path-buf-inv": 1,
        "crit_family": "flip-flops",
        "arrival_ns": 3.77,
        "cp-start-kind": "register",
        "max_stage_delay_ns": 0.68,
        "cp_cell_sequence": "buf_2",
        "endpoint_kind": "output pin",
        "critPathMaxFanout": 2,
        "critical_path_class": "reg2out",
        "cp.depth": 1,
        "slowest_stage": "dfrtn_1",
        "cp.required_ns": 3.20,
    },
    "route": {
        "viasPerCell": 5.238,
        "drtAntennaViolNets": 0,
        "wl_per_cell_um": 26.19,
        "dr.pass1.iters": 6,
        "num_vias": 112400,
        "drcViolationCount": 0,
        "wirelength_mm": 562.0,
        "drt-initial-drc-count": 6791,
    },
    "pwr": {
        "p_leak_uw": 0.09903,
        "total_power_uw": 94100,
        "power.density_nw_per_um2": 441.4,
        "ir_worst_vdd_v": 0.0004028,
    },
    "synthesis": {
        "ys_types": 43,
        "synthFlopType": "dfrtn_1",
        "edf_count": 0,
        "yosys.area_share.xor_xnor_pct": 0,
        "syn_area_um2": 166200,
        "yosys.stat.seqShare_pct": 57.86,
        "synth.cellmix.compoundShare_pct": 10.23,
        "ys_area_um2": 166200,
        "yosys_cells": 12290,
        "synthTopCellsByCount": "dfrtn_1 (3771), mux2_2 (3525), a22oi_1 (1019)",
        "synth_top_area_share_pct": 56.77,
        "ys_async_sr_fraction_pct": 100.0,
        "yosysWarnings": 4,
        "top_logic_kind": "multiplexers",
        "syn_area_per_cell_um2": 13.53,
        "mux_share_pct": 27.36,
        "top_area_cell": "dfrtn_1",
        "yosys.area_share.simple_pct": 1.348,
        "synth-seq-cells": 3840,
        "adder_share_pct": 0,
        "synthTopCellsByArea": "dfrtn_1 (57%), mux2_2 (24%), a22oi_1 (4.6%), mux2i_1 (3.1%), o22ai_1 (2.9%)",
        "synthesis.instances": 12290,
        "yosysMostFrequentCell": "dfrtn_1",
    },
    "cells_and_area": {
        "post-route-util_pct": 38.60,
        "area_delta_synth_final_pct": 28.24,
        "drive_gt1_share_pct": 44.82,
    },
    "floorplanning": {
        "dieWidth_um": 746.4,
        "die_y_um": 746.4,
        "rows": 273,
        "initCoreUtil_pct": 30.10,
        "chipArea_um2": 557100,
        "design.portCount": 532,
        "core_region_area_um2": 552300,
    },
    "timing": {
        "fin_hold_ws_ns": 0.4359,
        "relSlewSlack_pct": 61.54,
        "slew_violations": 0,
        "layout_setup_ws_ns": -0.5744,
        "tightest_slew_ns": 0.5769,
        "finalHoldViolations": 0,
        "finClkSkew_ns": 0.08401,
        "finalSetupViolCount": 2141,
        "rsz0062_at_grt": "true",
        "tns_ns": -322.78,
    },
    "clock_network": {
        "cts_root_buffer": "clkbuf_16",
        "cts.sinks": 3840,
        "cts_buffer_depth": 4,
        "htreeDepth": 5,
        "hold_buffers": 0,
        "clk_pin_slew_ns": 0.04,
        "cts-buffers-inserted": 412,
        "cts_tree": "done",
        "clk_latency_ns": 0.98,
    },
    "global_routing": {
        "antenna_found_initial": 17,
        "grtUsageTotal_pct": 20.01,
        "grt_max_degree": 96,
        "overflow": 0,
        "grt_pass1_wl_mm": 809.9,
        "grt_pass1_vias": 116300,
    },
    "flow_run": {
        "drv_cap": 0,
        "warnings": 107,
    },
    "placed_design": {
        "pre_cts_ws_ns": -1.799,
        "port_buffers": 522,
        "dpl.hpwl_mm": 356.0,
        "place.gp.congestion": 0.8305,
    },
    "worst_hold_path": {
        "hold_depth": 1,
        "hp-class": "reg2reg",
    },
}
worst paths after layout:
path	end	from	slack, ns
max	Dataout[81]	Dataout[81]	-0.57
min	MainMemory[4][157]	MainMemory[4][157]	0.44
max reg2reg	Dataout[1]	MainMemory[10][1]	2.28
min reg2reg	MainMemory[4][157]	MainMemory[4][157]	0.44
max in group asynchronous	MainMemory[6][181]	nReset	1.24
min in group asynchronous	MainMemory[4][11]	nReset	1.80
cells by family (layout without fill, tap and decap cells):
group	count (synthesis)	count (layout)
buffers and inverters	1223	3097
AND-OR/OR-AND	2562	2562
AND/OR/NAND/NOR	569	569
multiplexers	4095	4095
other	0	5
flip-flops	3840	3840
routing by layer:
metal  vias up  part of all wire, %  track usage [%]
met5         -                0.014          0.07717
met4         6                  3.4            4.975
met3       788                  8.1            5.868
met2      3252                   47            31.38
met1     59490                   42            28.04
li1      48850                    -                -
report_power, final:
group          switching (uW)  internal [uW]  total, uW
clock                   16600          22100      38700
combinational            4850           5390      10200
sequential               2270          42900      45100
total                   23800          70300      94100
per-stage QoR:
step,cells,area (um2)
after floorplan,12290,166800
after global placement,20320,192100
after detailed placement,20320,192100
after CTS,21320,209100
after global routing,21450,213200
final,21460,213200
repair_timing:
action                      CTS  global route
pin swaps                    64            35
cloned                       59            66
resized                    1149           517
setup endpoints to repair  4039          3327
setup buffers               132            81
layout make-up:
cell class / count / area (um2)
fill: 50640 / 339100
sequential: 3840 / 96180
multi-input combinational: 7226 / 67100
timing repair buffer: 2267 / 26810
clock buffer: 612 / 12020
tap: 7287 / 9117
clock inverter: 212 / 1926
inverter: 6 / 22.52
antenna: 5 / 12.51
registers in the layout, summed over array words and instances (netlist names):
register and count:
MainMemory 3584, Dataout 256
layout by cell type (no fill, tap or decap), types with 55 or more instances in the layout:
master | netlist | routed
o22ai_1 | 765 | 763
mux2i_1 | 510 | 510
buf_2 | 369 | 241
clkbuf_8 | 0 | 89
clkbuf_1 | 699 | 107
nor2_1 | 514 | 491
buf_12 | 0 | 473
buf_6 | 0 | 56
mux2_2 | 3525 | 3089
inv_1 | 7 | 95
mux2_4 | 0 | 441
clkdlybuf4s50_1 | 0 | 256
a211oi_1 | 252 | 215
o21ai_0 | 260 | 227
dfrtn_1 | 3771 | 3771
dfstp_2 | 69 | 69
mux2_1 | 60 | 55
a22oi_1 | 1019 | 1015
buf_4 | 74 | 1035
a21oi_1 | 253 | 248
buf_16 | 0 | 103
clkbuf_16 | 0 | 477
No activity file was given, so power comes from the tool's default toggle rates.
